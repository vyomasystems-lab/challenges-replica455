[./constraint.sdc]
current_design FIFO_BUFFER_MEMORY

set clk_period 10.4
set clk_io_pct 0.2

create_clock -name clk0 -period $clk_period [get_ports {clock}]

set non_clock_inputs [all_inputs -no_clocks]
set_input_delay [expr $clk_period * $clk_io_pct] -clock clk0 $non_clock_inputs
set_output_delay [expr $clk_period * $clk_io_pct] -clock clk0 [all_outputs]
[./run.sh]
#!/bin/bash
# OpenROAD 26Q1-2900-gdf79404cd8, Yosys 0.63+post, stock flow scripts
make -C /OpenROAD-flow-scripts/flow DESIGN_CONFIG=/design/flow/config.mk WORK_HOME=/design/flow/orfs finish
[./design.v]
module FIFO_BUFFER_MEMORY( clock, data_in, read, write,  enable, data_out, reset,empty ); 
input  clock, read, write, enable, reset;
input   [31:0]    data_in;
output  empty;
output reg [31:0] data_out; 
reg [2:0]  count = 0;         
reg [31:0] memory [0:7];      
reg [2:0]  read_pointer = 0; 
reg [2:0]  write_pointer = 0;  
assign empty = (count==0)? 1'b1:1'b0; 
always @ (posedge clock) 
begin 
 if (enable==0);  
 else begin 
  if (reset) begin 
   read_pointer = 0; 
   write_pointer = 0; 
  end 
  else if (read ==1'b1 && count!=0) begin 
   data_out  = memory[read_pointer]; 
   read_pointer = read_pointer+1; 
  end 
  else if (write==1'b1 && count<8) begin
   memory[write_pointer]  = data_in; 
   write_pointer  = write_pointer+1; 
  end 
  else; 
 end 
 if (write_pointer==8) 
  write_pointer=0; 
 else if (read_pointer==8) 
  read_pointer=0; 
 else;
 if (read_pointer > write_pointer) begin 
  count=read_pointer-write_pointer; 
 end 
 else if (write_pointer > read_pointer) 
  count=write_pointer-read_pointer; 
 else;
end 
endmodule 
[./config.mk]
export PLATFORM = sky130hd
export DESIGN_NAME = FIFO_BUFFER_MEMORY
export DESIGN_NICKNAME = FIFO_BUFFER_MEMORY
export VERILOG_FILES = /design/flow/design.v
export SDC_FILE = /design/flow/constraint.sdc
export NUM_CORES = 4
export LEC_CHECK = 1
export CORE_UTILIZATION = 30
==> impl_metrics.ini <==
; implementation run metrics
[floorplan]
starting_density_of_the_core_pct = 30.8
horizontal_die_size_um = 196
core_area_um2 = 36900
design.portCount = 70
rows = 70
floorplan.die.height_um = 196
floorplan.die_area_um2 = 38600

[placement]
gp_congestion = 0.764
placedInstanceArea_um2 = 12700
port_buffers = 69
dp_slack_ns = 5.38
dpl.hpwl_um = 12100
placedCellCount = 1126

[clock_network]
ctsRootBufferMaster = clkbuf_16
clk_pin_slew_worst_paths_ns = 0.06
clock-sinks = 297
cts_max_level = 1
clk_latency_ns = 0.55
cts_hold_buffers = 0
cts_resized = 0
postCtsSetupRepairBufs = 0
tritoncts_clock_tree = built
cts_inserted_buffers = 31
cts_buffer_depth = 3

[yosys]
ys_chip_area_um2 = 11300
syn-cell-area_um2 = 11300
yosys_warnings = 1
synth.ff_latch_count = 297
synth_stat.cells = 563
post_synth_inst_count = 563
synth.lib_cells_used.distinct = 40
synth_seq_share_pct = 78.1
post_syn_area_per_cell_um2 = 20.1

[cells_and_area]
layout.cells.most_common = edfxtp_1
layout-drive-gt1-share_pct = 21.4
fin_cells = 1183
flow.area_growth_from_synthesis_pct = 21.5
final_core_utilization_pct = 37.4
mostFrequentLayoutCells = edfxtp_1, nand2_1, clkdlybuf4s50_1
final_area_um2 = 13800
fillCellCount = 3345

[timing]
clock_skew_ns = 0.00970
holdWs_ns = 0.627
worst_pin_slew_ns = 0.773
achievable-frequency_mhz = 223
final-setup-viol-count = 0
setup_repair_after_global_routing_missed_its_margin = no
slew_viol_final = 0
setup_ws_ns = 5.92
final.period_utilization_pct = 43.0
period_needed_ns = 4.48
timing.setup.tns_ns = 0
max_slew_margin_pct = 48.5
timing.final.hold_violations = 0

[outcome]
status = complete, no violations

[grt]
grt_first_pass_wirelength_um = 34100
first_global_vias = 5973
initial_antenna_violation_count = 0
grt.overflow.total = 0
globalRouteMet3Util_pct = 7.18
global_route.usage.met2_pct = 19.6
grt_start_max_net_pins = 51
grt.met1_usage_pct = 15.8
busiest_layer = met2
globalRouteTotalUtil_pct = 12.5

[setup_path]
cp_slowest_cell = clkdlybuf4s50_1
worstPathMaxFanout = 11
worst_path_largest_cell_delay_ns = 0.67
worst_setup_path_end_kind = register
data_arrival_time_of_the_worst_path_ns = 4.77
crit_path_start_kind = input port
worst-setup-path-type = input port to register
path_cells = clkdlybuf4s50_1, nand2b_1, or3_1, and3_1, ha_1, inv_1, fa_1, o31a_1, a311oi_1, a211oi_1
crit_required_ns = 10.70

[routing]
routed-via-count = 5439
ant_nets = 0
routedWlPerCell_um = 18.5
drtPass1Iterations = 4
drt-vias-per-instance = 4.60
diodes = 0
drt_drc_violations_left = 0
route.final.wire_length_um = 21900
dr.first_iter.drc_count = 277

[job]
openroad.warnings = 28
cap_violations = 0

[power_and_ir_drop]
power-per-cell-area_nw_per_um2 = 233
total_leakage_power_nw = 4.40
worst_ir_drop_vdd_uv = 153
post-layout-total-power_mw = 3.21

[hold_path]
hold_path_class = register to register
-- power breakdown --
group	internal, mW	leakage (nW)	switching [mW]
Clock	0.672	0.511	0.452
Sequential	1.40	2.68	0.0667
Combinational	0.307	1.21	0.314
-- layer usage --
| metal | vias to the layer above | part of all wire (%) |
|---|---|---|
| li1 | 2429 | - |
| met1 | 2682 | 38 |
| met2 | 294 | 48 |
| met3 | 34 | 12 |
| met4 | 0 | 2.2 |
| met5 | - | 0 |
-- worst paths after layout --
| kind | cells after the start | to | slack [ns] | start |
|---|---|---|---|---|
| hold reg to reg | 2 | write_pointer[0] | 0.63 | write_pointer[0] |
| hold / removal | 2 | write_pointer[0] | 0.63 | write_pointer[0] |
| setup reg to reg | 8 | count[1] | 7.32 | read_pointer[0] |
| setup / recovery | 10 | count[2] | 5.92 | reset |
-- flip-flops by register name, summed over array words and instances, names as in the netlist --
register / flops
memory: 256
data_out: 32
count: 3
read_pointer: 3
write_pointer: 3
-- cells by family (layout without fill, tap and decap cells) --
logic type,count (synthesis),count (layout),share of synthesized area (%)
buffers and inverters,37,153,1.40
AND/OR/NAND/NOR,130,130,4.66
adder cells (fa/ha/maj),10,10,1.24
flip-flops,297,297,78.1
AND-OR/OR-AND,23,23,1.71
multiplexers,66,66,12.9
-- cells in the mapped netlist (all sizes together) --
cell,instances,share of area [%]
a22oi,1,0.066
o211ai,1,0.066
o21a,1,0.066
a21oi,2,0.088
nor2,11,0.36
a41oi,1,0.077
o311ai,1,0.077
edfxtp,291,77
a311oi,1,0.077
buf,15,0.67
mux4,64,13
nor3,3,0.18
ha,8,0.88
mux2i,1,0.088
mux2,1,0.099
nor2b,1,0.055
o32a,1,0.088
o2bb2ai,1,0.077
o221a,1,0.099
o22ai,4,0.22
a211oi,2,0.13
fa,2,0.35
nand2,105,3.5
dfxtp,6,1.1
nand2b,1,0.055
a2bb2oi,3,0.23
o31ai,1,0.19
and3,2,0.11
nand3b,2,0.13
o221ai,1,0.077
inv,13,0.43
or3,3,0.18
o31a,1,0.077
nand3,2,0.088
clkbuf,9,0.30
-- critical path: cells and delay by family --
family	cells	cell delay, ns
and+or+nand+nor	3	0.88
adders and majority gates	2	0.62
AOI/OAI and AO/OA	3	0.44
buffers and inverters	2	0.74
-- area by class of cell --
class                           count  area [um^2]  share of cell area [%]
Inverter                           13         48.8                   0.354
Timing Repair Buffer               83          796                    5.77
Clock buffer                       33          783                    5.68
Tap cell                          504          631                    4.58
Sequential cell                   297         8870                    64.3
Multi-Input combinational cell    229         2390                    17.3
Clock inverter                     24          268                    1.94
No activity file was given, so power comes from the tool's default toggle rates.
